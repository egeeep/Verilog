==> design.v <==
module blram(clk, rst, i_we, i_addr, i_ram_data_in, o_ram_data_out);
parameter SIZE = 6;
parameter DEPTH = 64;
parameter TEST_CASE = 1;
input clk; 
input rst;
input i_we;
input [SIZE-1:0] i_addr;
input [9:0] i_ram_data_in;
output reg [9:0] o_ram_data_out;
reg [9:0] memory[0:DEPTH-1];
always @(posedge clk) begin
  o_ram_data_out <= #1 memory[i_addr[SIZE-1:0]];
  if (i_we)
        memory[i_addr[SIZE-1:0]] <= #1 i_ram_data_in;
end 
initial begin
    if(TEST_CASE == 1) begin
		memory[0] = 10'b0000110010;  
		memory[1] = 10'b0010110011;  
		memory[2] = 10'b0001110100;  
		memory[3] = 10'b1001000000;  
		memory[50] = 10'b0000000101;  
		memory[51] = 10'b0000001010;  
    end else if(TEST_CASE == 2) begin
		memory[0] = 10'b0000110010;  
		memory[1] = 10'b0100110011;  
		memory[2] = 10'b0001110100;  
		memory[3] = 10'b1001000000;  
		memory[50] = 10'b0000000101;  
		memory[51] = 10'b0000001010;  
    end else if(TEST_CASE == 3) begin
		memory[0]= 10'b0000110011;  
		memory[1]= 10'b0011110001;  
		memory[2]= 10'b0111001010;  
		memory[3]= 10'b0000110000;  
		memory[4]= 10'b0010110010;  
		memory[5]= 10'b0001110000;  
		memory[6]= 10'b0000110001;  
		memory[7]= 10'b0010101110;  
		memory[8]= 10'b0001110001;  
		memory[9]= 10'b0110000000;  
		memory[10]= 10'b0000110000;  
		memory[11]= 10'b0001110100;  
		memory[12]= 10'b1001000000; 
		memory[46]= 10'b1;  
		memory[48]= 10'b0;  
		memory[49]= 10'b0;  
		memory[50]= 10'b0000000101;  
		memory[51]= 10'b0000001010;  
    end
end 
endmodule
module avion_cpu #(
    parameter ADDRESS_WIDTH = 6,
    parameter DATA_WIDTH = 10
)(
    input clk, 
    input rst, 
    output reg [DATA_WIDTH-1:0] MDRIn, 
    output reg RAMWr, 
    output reg [ADDRESS_WIDTH-1:0] MAR, 
    input [DATA_WIDTH-1:0] MDROut, 
    output reg [5:0] PC
);
reg [DATA_WIDTH - 1:0] IR, IRNext;
reg [5:0] PCNext;
reg [9:0] ACC, ACCNext;
reg [2:0] state, stateNext;
always @(posedge clk) begin
    state <= #1 stateNext;
    PC    <= #1 PCNext;
    IR    <= #1 IRNext;
    ACC   <= #1 ACCNext;
end
always @(*) begin
    stateNext = state;
    PCNext    = PC;
    IRNext    = IR;
    ACCNext   = ACC;
    MAR       = 0;
    RAMWr     = 0;
    MDRIn     = 0;
    if (rst) begin
        stateNext = 0;
        PCNext    = 0;
        IRNext    = 0;
        ACCNext   = 0;
        MAR       = 0;
        RAMWr     = 0;
        MDRIn     = 0;
    end else begin
        case (state)
            0: begin
                MAR = PC;
                RAMWr = 0;
                stateNext = 1;
            end
            1: begin
                IRNext = MDROut;
                PCNext = PC + 1;
                stateNext = 2;
            end
            2: begin
                if (IR[9:6] < 6) begin
                    MAR = IR[5:0];
                    stateNext = 3;
                end else if (IR[9:6] == 6) begin
                    PCNext = IR[5:0];
                    stateNext = 0;
                end else if (IR[9:6] == 7) begin
                    if (ACC == 0)
                        PCNext = IR[5:0];
                    stateNext = 0;
                end else if (IR[9:6] == 8) begin
                    stateNext = 0;
                end else if (IR[9:6] == 9) begin
                    stateNext = 4;
                end
            end
            3: begin
                stateNext = 0;
                RAMWr = 0;
                MAR = 0;
                if (IR[9:6] == 0) begin
                    ACCNext = MDROut;
                end else if (IR[9:6] == 1) begin
                    MAR    = IR[5:0];
                    RAMWr  = 1;
                    MDRIn  = ACC;
                end else if (IR[9:6] == 2) begin
                    ACCNext = ACC + MDROut;
                end else if (IR[9:6] == 3) begin
                    ACCNext = ACC - MDROut;
                end else if (IR[9:6] == 4) begin
                    ACCNext = ACC * MDROut;
                end else if (IR[9:6] == 5) begin
                    if (MDROut != 0)
                        ACCNext = ACC / MDROut;
                    else
                        ACCNext = 0;
                end
            end
            4: begin
                stateNext = 4;  
            end
        endcase
    end
end
endmodule
==> run.sh <==
#!/bin/bash
# OpenROAD 26Q1-2900-gdf79404cd8, Yosys 0.63+post, stock flow scripts
make -C /OpenROAD-flow-scripts/flow DESIGN_CONFIG=/design/flow/config.mk WORK_HOME=/design/flow/orfs finish
==> config.mk <==
export PLATFORM = sky130hd
export DESIGN_NAME = avion_cpu
export DESIGN_NICKNAME = avion_cpu
export VERILOG_FILES = /design/flow/design.v
export SDC_FILE = /design/flow/constraint.sdc
export NUM_CORES = 4
export LEC_CHECK = 1
export CORE_UTILIZATION = 30
==> constraint.sdc <==
current_design avion_cpu

set clk_period 35.0
set clk_io_pct 0.2

create_clock -name clk0 -period $clk_period [get_ports {clk}]

set non_clock_inputs [all_inputs -no_clocks]
set_input_delay [expr $clk_period * $clk_io_pct] -clock clk0 $non_clock_inputs
set_output_delay [expr $clk_period * $clk_io_pct] -clock clk0 [all_outputs]
==> run_summary.xml <==
<?xml version="1.0" encoding="UTF-8"?>
<metrics>
  <group name="clock_network">
    <metric name="clk_transition_reported_paths" unit="ps">60</metric>
    <metric name="clock_insertion_delay_worst_skew" unit="ps">280</metric>
    <metric name="cts_tree" unit="">built</metric>
    <metric name="htree_levels" unit="">2</metric>
    <metric name="setup_repair_bufs_after_cts" unit="">0</metric>
    <metric name="postCtsResizedCells" unit="">0</metric>
    <metric name="cts_sink_count" unit="">30</metric>
    <metric name="cts_buffers" unit="">5</metric>
    <metric name="root_buffer" unit="">clkbuf_16</metric>
    <metric name="cts_hold_repair.buffers" unit="">0</metric>
    <metric name="number_of_buffers_between_clock_root_and_the_deepest_sink" unit="">2</metric>
  </group>
  <group name="logic_synthesis">
    <metric name="synth.largest_area_cell" unit="">ha_1</metric>
    <metric name="syn-cell-area" unit="µm²">6300</metric>
    <metric name="synth.yosys.warnings" unit="">1</metric>
    <metric name="synth.yosys.seq_area_share" unit="%">9.53</metric>
    <metric name="syn-mean-instance-area" unit="µm²">7.61</metric>
    <metric name="ys_chip_area" unit="µm²">6300</metric>
    <metric name="netlist.top_cell.by_instances" unit="">ha_1</metric>
    <metric name="synth_flops" unit="">30</metric>
    <metric name="synth-cells-yosys" unit="">829</metric>
    <metric name="ys_types" unit="">67</metric>
    <metric name="postSynth.topFlopCell" unit="">dfxtp_1</metric>
    <metric name="synth_cells" unit="">829</metric>
    <metric name="topCellsByArea" unit="">ha_1 (20%), dfxtp_1 (9.5%), fa_1 (7.6%)</metric>
    <metric name="asyncSetResetFlopFracSynth" unit="%">0</metric>
    <metric name="top_cells_by_count" unit="">ha_1 (101), nor2_1 (96), inv_1 (67)</metric>
    <metric name="edf_count" unit="">0</metric>
    <metric name="synth.top_cell.area_share" unit="%">20.0</metric>
  </group>
  <group name="worst_setup_path">
    <metric name="worstPathRequired" unit="ps">35170</metric>
    <metric name="timing.setup.critical_path_class" unit="">input pin to flip-flop</metric>
    <metric name="critical_path.n_buffers_inverters" unit="">4</metric>
    <metric name="worstSetupEndpointType" unit="">flip-flop</metric>
    <metric name="cp-start-kind" unit="">input pin</metric>
    <metric name="cp_common_cell" unit="">ha_1</metric>
    <metric name="crit_slowest_cell" unit="">clkdlybuf4s50_1</metric>
    <metric name="critical-path-max-stage-delay" unit="ps">860</metric>
    <metric name="critical_path.top_delay_family" unit="">AND-OR/OR-AND gates</metric>
    <metric name="crit_path_max_fanout" unit="">14</metric>
    <metric name="cp_data_arrival_time" unit="ps">22590</metric>
  </group>
  <group name="placed_design">
    <metric name="dp_hpwl" unit="µm">15000</metric>
    <metric name="io_buffers" unit="">34</metric>
    <metric name="gp_routability_congestion" unit="">0.945</metric>
  </group>
  <group name="timing">
    <metric name="rsz0062_at_grt" unit="">false</metric>
    <metric name="min_period_over_period" unit="%">64.1</metric>
    <metric name="final-max-slew-violation-count" unit="">0</metric>
    <metric name="timing.final.hold_violations" unit="">0</metric>
    <metric name="fmaxAchievable" unit="GHz">0.0446</metric>
    <metric name="worst_slew_margin_rel" unit="%">40.0</metric>
    <metric name="setup_viol_count_final" unit="">0</metric>
    <metric name="worst_pin_slew" unit="ps">900</metric>
    <metric name="fin_setup_tns" unit="ps">0</metric>
    <metric name="fin_worst_skew" unit="ps">7.05</metric>
    <metric name="final_critical_period" unit="ps">22430</metric>
  </group>
  <group name="floorplanning">
    <metric name="initCoreUtil" unit="%">30.9</metric>
    <metric name="coreArea" unit="µm²">20400</metric>
    <metric name="fp.dieW" unit="µm">147</metric>
    <metric name="floorplan.die.height" unit="µm">147</metric>
    <metric name="die_area" unit="µm²">21600</metric>
    <metric name="row_count" unit="">52</metric>
    <metric name="i_o_pin_count" unit="">35</metric>
  </group>
  <group name="cells_and_area">
    <metric name="final_core_util" unit="%">34.6</metric>
    <metric name="num-fill-cells" unit="">2153</metric>
    <metric name="comb_area" unit="µm²">5270</metric>
    <metric name="synthToLayoutAreaGrowth" unit="%">12.1</metric>
    <metric name="area.sequential" unit="µm²">601</metric>
    <metric name="layout-drive-gt1-share" unit="%">7.02</metric>
  </group>
  <group name="route">
    <metric name="first_iter_violations" unit="">567</metric>
    <metric name="totalWireLength" unit="µm">19600</metric>
    <metric name="routed_wire_length_per_instance" unit="µm">17.6</metric>
    <metric name="routed-via-count" unit="">6010</metric>
    <metric name="viasPerCell" unit="">5.41</metric>
    <metric name="first_pass_iters" unit="">5</metric>
    <metric name="antenna-diode-count" unit="">0</metric>
    <metric name="ant_nets" unit="">0</metric>
    <metric name="route.detailed.drc" unit="">0</metric>
  </group>
  <group name="run_status">
    <metric name="outcome" unit="">complete, no violations</metric>
  </group>
  <group name="grt">
    <metric name="grt_max_degree" unit="">39</metric>
    <metric name="wire_length_of_the_first_global_routing_pass" unit="µm">30900</metric>
    <metric name="first_global_vias" unit="">5657</metric>
    <metric name="grt-ovfl-total" unit="">0</metric>
    <metric name="groute.layer.met1.usage" unit="%">26.1</metric>
    <metric name="grt_antenna_before_repair" unit="">0</metric>
    <metric name="grtUsageTotal" unit="%">18.5</metric>
    <metric name="grt_busiest_layer" unit="">met2</metric>
    <metric name="grt.met3_usage" unit="%">3.33</metric>
    <metric name="global_route.usage.met2" unit="%">29.6</metric>
  </group>
  <group name="flow_run">
    <metric name="stage_log_warnings" unit="">38</metric>
    <metric name="maxCapViolCount" unit="">0</metric>
  </group>
  <group name="hold_path">
    <metric name="timing.hold.worst.class" unit="">flip-flop to flip-flop</metric>
  </group>
  <group name="power">
    <metric name="power.density_cell_area" unit="nW/µm²">20.5</metric>
    <metric name="total_leakage_power" unit="nW">3.16</metric>
    <metric name="net-switching-power" unit="mW">0.0555</metric>
    <metric name="cellInternalPower" unit="mW">0.0896</metric>
    <metric name="power_frac_comb" unit="%">43.1</metric>
    <metric name="clock_power_share" unit="%">29.8</metric>
    <metric name="power.share.sequential" unit="%">27.1</metric>
    <metric name="p_sw_share" unit="%">38.3</metric>
    <metric name="vdd.ir_drop.worst" unit="V">0.0000163</metric>
  </group>
</metrics>
==> kinds of logic (layout without fill, tap and decap cells) <==
family	count (synthesis)	after routing	synth area share [%]
xor gates and xnor gates	51	51	7.08
muxes	31	31	5.26
adders and majority gates	125	125	27.7
and+or+nand+nor	277	277	21.3
DFF	30	30	9.53
AOI/OAI and AO/OA	202	202	22.2
buffers and inverters	113	125	6.97
==> placed cells by master (no fill, tap or decap), types with 9 or more instances in the layout <==
cell / count
xor2_1: 16
mux2_2: 17
and2_1: 17
nor3_1: 24
a221oi_1: 11
a211oi_1: 12
nor2b_1: 10
a21o_1: 11
nand2_1: 63
a21oi_1: 38
inv_1: 67
or3_1: 9
mux2i_1: 14
dfxtp_1: 30
buf_4: 15
nor2_1: 96
nand3_1: 13
fa_1: 24
o21a_1: 13
ha_1: 101
a22oi_1: 10
o21ai_0: 41
clkdlybuf4s50_1: 34
xnor2_1: 35
==> through the flow <==
| step | worst slack [ps] | power [mW] | std cells | hold slack (ps) | area (µm²) |
|---|---|---|---|---|---|
| final | 12570 | 0.145 | 1111 | 543 | 7070 |
| after global routing | 11160 | 0.154 | 1111 | 568 | 7070 |
| after CTS | 12700 | 0.145 | 1111 | 545 | 7070 |
| after detailed placement | 12460 | 0.101 | 1103 | 527 | 6920 |
| after global placement | 12810 | 0.102 | 1103 | 524 | 6920 |
| after floorplan | 14830 | 0.0837 | 829 | 475 | 6300 |
==> worst reg2reg max path, delay by kind of cell, from the launching register on <==
kind | cells | cell delay (ps)
flip-flops | 1 | 450
AND/OR/NAND/NOR | 12 | 2160
buffers and inverters | 2 | 160
AND-OR/OR-AND | 36 | 9070
adder cells (fa/ha/maj) | 10 | 2890
==> flip-flops by register name, indices dropped and copies added (netlist names) <==
name and flops:
ACC 10, PC 6, IR 10, state 4
==> layout make-up <==
class | count | share of cell area, %
Clock buffer | 6 | 1.96
Timing Repair Buffer | 49 | 6.41
Inverter | 68 | 3.61
Tap cell | 270 | 4.78
Multi-Input combinational cell | 686 | 74.6
Sequential cell | 30 | 8.50
Clock inverter | 2 | 0.177
==> power by group through the flow <==
stage         Clock [mW]  Combinational, mW  Sequential (mW)
CTS               0.0440             0.0619           0.0392
global route      0.0453             0.0695           0.0395
finish            0.0433             0.0625           0.0393
==> final timing paths <==
| kind | slack [ps] | cells after the start | startpoint | end |
|---|---|---|---|---|
| hold / removal | 540 | 1 | state[4]$_DFF_P_ | state[0]$_DFF_P_ |
| setup / recovery | 12570 | 62 | MDROut[0] | ACC[0]$_SDFFE_PP0P_ |
| hold reg to reg | 540 | 1 | state[4]$_DFF_P_ | state[0]$_DFF_P_ |
| setup reg to reg | 20180 | 60 | ACC[9]$_SDFFE_PP0P_ | ACC[0]$_SDFFE_PP0P_ |
==> routing by layer <==
| metal | vias up | share of wire, % |
|---|---|---|
| li1 | 2984 | - |
| met1 | 2770 | 45 |
| met2 | 214 | 45 |
| met3 | 42 | 7.6 |
| met4 | 0 | 3.0 |
| met5 | - | 0 |
Power figures rest on the tool's default switching activity, not on a simulated workload.
